`config.mk`:
```
export PLATFORM = sky130hd
export DESIGN_NAME = pipeline
export DESIGN_NICKNAME = pipeline
export VERILOG_FILES = /design/flow/design.v
export SDC_FILE = /design/flow/constraint.sdc
export NUM_CORES = 4
export LEC_CHECK = 1
export CORE_UTILIZATION = 40
```
`constraint.sdc`:
```
current_design pipeline

set clk_period 3.3
set clk_io_pct 0.2

create_clock -name clk0 -period $clk_period [get_ports {T3}]

set non_clock_inputs [all_inputs -no_clocks]
set_input_delay [expr $clk_period * $clk_io_pct] -clock clk0 $non_clock_inputs
set_output_delay [expr $clk_period * $clk_io_pct] -clock clk0 [all_outputs]
```
`design.v`:
```
module pipeline (
    input  wire         SWC,
    input  wire         SWB,
    input  wire         SWA,
    input  wire         oriW3,
    input  wire         oriW2,
    input  wire         oriW1,
    input  wire         CLR,      
    input  wire         T3,       
    input  wire [3:0]   IRH,
    input  wire         C,
    input  wire         Z,
    output reg          DRW,
    output reg          PCINC,
    output reg          LPC,
    output reg          LAR,
    output reg          PCADD,
    output reg          ARINC,
    output reg          SELCTL,
    output reg          MEMW,
    output reg          LIR,
    output reg          LDZ,
    output reg          LDC,
    output reg          CIN,
    output reg  [3:0]   S,
    output reg          M,
    output reg          ABUS,
    output reg          SBUS,
    output reg          MBUS,
    output reg          SHORT,
    output reg          LONG,
    output reg          SEL0,
    output reg          SEL1,
    output reg          SEL2,
    output reg          SEL3,
    output reg          STOP
);
reg ST0;
reg [2:0] cnt;
wire ST0_next;
wire DRW_next, PCINC_next, LPC_next, LAR_next, PCADD_next, ARINC_next;
wire SELCTL_next, MEMW_next, LIR_next, LDZ_next, LDC_next, CIN_next;
wire [3:0] S_next;
wire M_next, ABUS_next, SBUS_next, MBUS_next, SHORT_next, LONG_next;
wire SEL0_next, SEL1_next, SEL2_next, SEL3_next, STOP_next;
wire SST0;
wire [2:0] SWCBA = {SWC, SWB, SWA};
wire write_reg_mode = (SWCBA == 3'b100);
wire read_reg_mode  = (SWCBA == 3'b011);
wire read_mem_mode  = (SWCBA == 3'b010);
wire write_mem_mode = (SWCBA == 3'b001);
wire fetch_exec_mode = (SWCBA == 3'b000);
wire W1, W2, W3;
assign W1 = ((write_reg_mode || read_reg_mode)&& ((!oriW1 && !oriW2) || oriW2)) ||
            ((read_mem_mode || write_mem_mode) && ((!oriW1 && !oriW2) || oriW1)) ||
            (fetch_exec_mode &&
            (cnt == 3'b000 ||  
             cnt == 3'b001 ||  
             cnt == 3'b101     
            ));
assign W2 = ((write_reg_mode || read_reg_mode) && oriW1) ||
            (fetch_exec_mode &&
            (cnt == 3'b010 ||  
             cnt == 3'b011 ||  
             cnt == 3'b110     
            ));
assign W3 = fetch_exec_mode && cnt == 3'b100 ;  
assign SST0 = (write_reg_mode && !ST0 && W2) ||
              (read_mem_mode && !ST0 && W1) ||
              (write_mem_mode && !ST0 && W1) ||
              (fetch_exec_mode && !ST0 && W1);
assign ST0_next = SST0 ? 1'b1 :
                  (write_reg_mode && W2 && ST0) ? 1'b0 :
                  ST0;
assign DRW_next = (write_reg_mode) ||
                  (fetch_exec_mode && ST0 &&
                   ((IRH == 4'b0001 && W2) ||   
                    (IRH == 4'b0010 && W2) ||   
                    (IRH == 4'b0011 && W2) ||   
                    (IRH == 4'b0100 && W2) ||   
                    (IRH == 4'b0101 && W3)  ||   
                    (IRH == 4'b1101 && W2)  ||   
                    (IRH == 4'b1011 && W2) ||   
                    (IRH == 4'b1100 && W2)));   
assign PCINC_next = fetch_exec_mode &&
                    (cnt == 3'b001 || cnt == 3'b100 || cnt == 3'b101 ||   
                    ((cnt == 3'b010 || cnt == 3'b011 || cnt == 3'b110) &&  
                    !((IRH == 4'b0111 && C == 1'b1) || (IRH == 4'b1000 && Z == 1'b1) || (IRH == 4'b1001) ||  
                    (IRH == 4'b0101) || (IRH == 4'b0110))));  
assign LPC_next = (fetch_exec_mode && !ST0 && W1) ||  
                  (fetch_exec_mode && ST0 && IRH == 4'b1001 && W2);   
assign LAR_next = (read_mem_mode && !ST0 && W1) ||
                  (write_mem_mode && !ST0 && W1) ||
                  (fetch_exec_mode && ST0 &&
                   ((IRH == 4'b0101 && W2) ||   
                    (IRH == 4'b0110 && W2)));   
assign PCADD_next = (fetch_exec_mode && ST0 &&
                     ((IRH == 4'b0111 && C && W2) ||   
                      (IRH == 4'b1000 && Z && W2)));   
assign ARINC_next = (read_mem_mode && ST0 && W1) ||
                    (write_mem_mode && ST0 && W1);
assign SELCTL_next = write_reg_mode || read_reg_mode ||
                     read_mem_mode || write_mem_mode;
assign MEMW_next = (write_mem_mode && ST0 && W1) ||
                   (fetch_exec_mode && ST0 && IRH == 4'b0110 && W3);   
assign LIR_next = fetch_exec_mode &&
                  (cnt == 3'b001 || cnt == 3'b100 || cnt == 3'b101 ||   
                  ((cnt == 3'b010 || cnt == 3'b011 || cnt == 3'b110) &&  
                  !((IRH == 4'b0111 && C == 1'b1) || (IRH == 4'b1000 && Z == 1'b1) || (IRH == 4'b1001) ||  
                  (IRH == 4'b0101) || (IRH == 4'b0110))));  
assign LDZ_next = (fetch_exec_mode && ST0 &&
                   ((IRH == 4'b0001 && W2) ||   
                    (IRH == 4'b0010 && W2) ||   
                    (IRH == 4'b0011 && W2) ||   
                    (IRH == 4'b0100 && W2) ||   
                    (IRH == 4'b1111 && W2) ||   
                    (IRH == 4'b1101 && W2)));   
assign LDC_next = (fetch_exec_mode && ST0 &&
                   ((IRH == 4'b0001 && W2) ||   
                    (IRH == 4'b0010 && W2) ||   
                    (IRH == 4'b1011 && W2) ||   
                    (IRH == 4'b1111 && W2) ||   
                    (IRH == 4'b0100 && W2)));   
assign CIN_next = (fetch_exec_mode && ST0 && IRH == 4'b0001 && W2);   
assign S_next = (fetch_exec_mode && ST0) ?
                (W1 ? 4'b0000 :
                 (IRH == 4'b0001) ? 4'b1001 :   
                 (IRH == 4'b0010) ? 4'b0110 :   
                 (IRH == 4'b0011) ? 4'b1011 :   
                 (IRH == 4'b0100) ? 4'b0000 :   
                 (IRH == 4'b0101)  ? 4'b1010 :   
                 (IRH == 4'b0110)  ? (W2 ? 4'b1111 : 4'b1010) :   
                 (IRH == 4'b1001) ? 4'b1111 :   
                 (IRH == 4'b1101)  ? 4'b1110 :   
                 (IRH == 4'b1010)? 4'b1111 :   
                 (IRH == 4'b1100) ? 4'b1010 :   
                 (IRH == 4'b1011) ? 4'b0000 :   
                 (IRH == 4'b1111) ? 4'b0110 :   
                 4'b0000) : 4'b0000;
assign M_next = (fetch_exec_mode && ST0 &&
                 ((IRH == 4'b0011 && W2) ||   
                  (IRH == 4'b0101 && W2)  ||   
                  (IRH == 4'b0110 && (W2 || W3)) ||   
                  (IRH == 4'b1001 && W2) ||   
                  (IRH == 4'b1101 && W2)  ||   
                  (IRH == 4'b1010 && W2)||   
                  (IRH == 4'b1011 && W2) ||   
                  (IRH == 4'b1100 && W2)));   
assign ABUS_next = (fetch_exec_mode && ST0 &&
                    ((IRH == 4'b0001 && W2) ||   
                     (IRH == 4'b0010 && W2) ||   
                     (IRH == 4'b0011 && W2) ||   
                     (IRH == 4'b0100 && W2) ||   
                     (IRH == 4'b0101 && W2)  ||   
                     (IRH == 4'b0110 && (W2 || W3)) ||   
                     (IRH == 4'b1001 && W2) ||   
                     (IRH == 4'b1101 && W2)  ||   
                     (IRH == 4'b1010 && W2)||   
                     (IRH == 4'b1011 && W2) ||   
                     (IRH == 4'b1111 && W2) ||   
                     (IRH == 4'b1100 && W2)));   
assign SBUS_next = (write_reg_mode) ||
                   (read_mem_mode && !ST0 && W1) ||
                   (write_mem_mode && W1) ||
                   (fetch_exec_mode && !ST0 && W1);  
assign MBUS_next = (read_mem_mode && ST0 && W1) ||
                   (fetch_exec_mode && ST0 && IRH == 4'b0101 && W3);   
assign SHORT_next = (read_mem_mode) || (write_mem_mode) ||
                    (fetch_exec_mode && !ST0 && W1);  
assign LONG_next = (fetch_exec_mode && ST0 &&
                    ((IRH == 4'b0101 && W2) ||   
                     (IRH == 4'b0110 && W2)));   
assign SEL0_next = (write_reg_mode && W1) ||
                   (read_reg_mode);
assign SEL1_next = (write_reg_mode && ((!ST0 && W1) || (ST0 && W2))) ||
                   (read_reg_mode && W2);
assign SEL2_next = (write_reg_mode && W2);
assign SEL3_next = (write_reg_mode && ST0) ||
                   (read_reg_mode && W2);
assign STOP_next = write_reg_mode || read_reg_mode ||
                   read_mem_mode || write_mem_mode ||
                   (fetch_exec_mode && !ST0) ||  
                   (fetch_exec_mode && ST0 && IRH == 4'b1110);   
always @(negedge T3 or negedge CLR) begin
    if (!CLR) begin
        ST0    <= 1'b0;
        DRW    <= 1'b0;
        PCINC  <= 1'b0;
        LPC    <= 1'b0;
        LAR    <= 1'b0;
        PCADD  <= 1'b0;
        ARINC  <= 1'b0;
        SELCTL <= 1'b0;
        MEMW   <= 1'b0;
        LIR    <= 1'b0;
        LDZ    <= 1'b0;
        LDC    <= 1'b0;
        CIN    <= 1'b0;
        S      <= 4'b0;
        M      <= 1'b0;
        ABUS   <= 1'b0;
        SBUS   <= 1'b0;
        MBUS   <= 1'b0;
        SHORT  <= 1'b0;
        LONG   <= 1'b0;
        SEL0   <= 1'b0;
        SEL1   <= 1'b0;
        SEL2   <= 1'b0;
        SEL3   <= 1'b0;
        STOP   <= 1'b0;
        cnt    <= 3'b000;
    end else begin
        case(cnt)
            3'b000: cnt <= 3'b001;
            3'b001: cnt <= 3'b010;
            3'b010: begin
                if(IRH == 4'b0101 || IRH == 4'b0110) cnt <= 3'b100;  
                else if((IRH == 4'b0111 && C) || (IRH == 4'b1000 && Z) || IRH == 4'b1001) cnt <= 3'b101;  
                else cnt <= 3'b011;
            end
            3'b011: begin
                if(IRH == 4'b0101 || IRH == 4'b0110) cnt <= 3'b100;  
                else if((IRH == 4'b0111 && C) || (IRH == 4'b1000 && Z) || IRH == 4'b1001) cnt <= 3'b101;  
                else cnt <= 3'b011;
            end
            3'b100: cnt <= 3'b110;
            3'b101: cnt <= 3'b010;
            3'b110: begin
                if(IRH == 4'b0101 || IRH == 4'b0110) cnt <= 3'b100;  
                else if((IRH == 4'b0111 && C) || (IRH == 4'b1000 && Z) || IRH == 4'b1001) cnt <= 3'b101;  
                else cnt <= 3'b011;
            end
            default: begin
            end
        endcase
        ST0    <= ST0_next;
        DRW    <= DRW_next;
        PCINC  <= PCINC_next;
        LPC    <= LPC_next;
        LAR    <= LAR_next;
        PCADD  <= PCADD_next;
        ARINC  <= ARINC_next;
        SELCTL <= SELCTL_next;
        MEMW   <= MEMW_next;
        LIR    <= LIR_next;
        LDZ    <= LDZ_next;
        LDC    <= LDC_next;
        CIN    <= CIN_next;
        S      <= S_next;
        M      <= M_next;
        ABUS   <= ABUS_next;
        SBUS   <= SBUS_next;
        MBUS   <= MBUS_next;
        SHORT  <= SHORT_next;
        LONG   <= LONG_next;
        SEL0   <= SEL0_next;
        SEL1   <= SEL1_next;
        SEL2   <= SEL2_next;
        SEL3   <= SEL3_next;
        STOP   <= STOP_next;
    end
end
endmodule
```
`run.sh`:
```
#!/bin/bash
# OpenROAD 26Q1-2900-gdf79404cd8, Yosys 0.63+post, stock flow scripts
make -C /OpenROAD-flow-scripts/flow DESIGN_CONFIG=/design/flow/config.mk WORK_HOME=/design/flow/orfs finish
```
==> run summary <==
Implementation progress

The post-synthesis share of cell area spent on and, or, nand and nor gates stands at 0.213. Overall routing resource usage recorded by global route was 0.206. The part of the total power dissipated in combinational logic stands at 0.193.

The setup skew after layout stands at 50.2 ps. The worst setup path is launched from an input pin. Ranked by total cell area, the synthesized netlist is headed by dfrtn_1 50%, nor2_1 6.3%, o21ai_0 3.9%. The cell-mix breakdown from Yosys lists the compound-gate area share as 0.204. The depth of the worst hold-timing path stands at 0.

The tightest hold margin stands at roughly 410 ps. At the end of routability-driven placement, the weighted congestion stood at roughly 0.94. For the worst-skew pair, the clock arrives at the later sink with an insertion delay of roughly 330 ps. The number of fill cells stands at 321.

The number of instances in the synthesized netlist stands at 180. The height of the die stands at 66.5 µm. The overall die size recorded for this design is around 4400 µm². For reference, the placement row count at floorplan is 23. The leakage power in the latest report is about 1.3 nW. After synthesis the netlist holds a flip-flop and latch count of 34. The worst supply voltage drop on vdd stands at 0.271 mV. The number of flip-flops in the largest register stands at 7. The summed instance area of the synthesized netlist stands at 1670 µm².

Measured against the total synthesized area, the mux share comes to 0.00601. Clock tree synthesis selected as its root buffer the cell clkbuf_8. The arrival time reported for the critical path endpoint stands at ~1700 ps. The final routed wire length divided by cell count stands at about 13 µm. The slack of the worst reg-to-reg path stands at 1750 ps. The number of ports placed on the die boundary stands at a little over 40.

The path class of the tightest hold or removal check is reg2reg. The via count of the first global-routing pass stands at around 1500. For reference, the post-synthesis area per instance comes to 9.25 µm². The worst register-to-register path begins at cnt[5]. The routed layout reports a DRC error count of 0. Of the cells placed in the final design, the portion with a size suffix greater than 1 is 0.290. dfrtn_1 takes more of the synthesized area than any other cell.

The netlist uses between 40 and 50 different library cells. The number of routed nets with antenna violations stands at 0. In the log, the iteration count for the first detailed-route pass is 4.

Internal power comes to about 700 µW. The flow ran to the end, and the final reports show no timing, DRC or antenna violations. The multi-input gate area in the final layout stands at roughly 790 µm². STA classifies the critical path endpoint as a register. The pin count of the biggest net entering global routing stands at 35. TritonCTS built the clock tree. In this run the maximum-capacitance check reported violations numbering 0. The share of the synthesized area in the top cell type stands at 0.496. The combined flip-flop and latch cell area stands at ~850 µm². Setup repair after global routing could not meet its margin everywhere. The script computed a power per unit cell area of 371 nW/µm². The worst-path maximum fanout stands at 7. The largest registers in the layout are cnt: 7 flops, S: 4 flops. The global-route wire length before repair stands at approximately 6600 µm.

The startpoint identified for the worst hold timing path is cnt[1]. The number of input and output port buffers inserted stands at 39. Summing internal, switching and leakage power gives about 940 µW. Detailed placement ended at an HPWL of roughly 2800 µm. cnt holds more flip-flops than any other register. The switching portion of total power stands at 0.255. Per the TritonCTS log, the buffer count is 5.

The residual overflow from global routing stands at 0. The final hold violation count recorded for this run is 0. Before CTS, the worst setup slack after placement is -609 ps. Counting only logic cells after layout, the most numerous master is buf_4. Yosys shows that the main logic family after synthesis is simple AND/OR/NAND/NOR gates. In this run the power spent charging and discharging nets is 240 µW. The initial utilization of the core area, before any placement, comes to 0.416. The finished layout cell area stands at between 2000 and 3000 µm². By instance count after routing, the leading logic cell types are 46 x buf_4, 33 x dfrtn_1, 30 x dlygate4sd2_1.

Max-slew check failures listed in the final report amount to 0. The number of levels the H-tree was split into stands at 2. Looking at the reg2reg group, the worst path ends at SBUS.

The share of synthesized area occupied by flip-flops and latches stands at 0.512. The initial DRC count stands at about 63. Of the total synthesized cell area, the portion taken by full adders, half adders and majority gates is 0.

The final antenna diode count stands at 0. The clock input transition at the sequential cells of the worst setup and hold paths stands at 40 ps. Per the finish-stage timing summary, setup violations number 0. The total of warnings raised by yosys stands at 1.

Of the total power, the clock network draws 0.332. The area inside the core boundary stands at between 4000 and 5000 µm². Counting cells, the worst reg-to-reg path comes to 5. The area fraction in xor and xnor cells stands at 0.0158.

The required time reported for the critical path endpoint stands at 1770 ps. Across all stage logs, warnings added up to 28. Of the total power, registers draw 0.475. The total wire length stands at slightly above 4000 µm. The synth_stat.txt file lists the number of cells as approximately 180. Counting every sink on the clock net gives 34. The instance area at placement stands at 2400 µm². The number of vias per cell stands at just over 5.

The setup path with the least slack is of type in2reg. Post-synthesis, Yosys gives the total cell area as approximately 1700 µm². The endpoint of the worst hold path is reported as cnt[3].

The die span in x stands at 66.5 µm. The synthesis-to-finish area growth stands at 52.1%. The worst-case clock buffer depth stands at 2. The initial antenna violation count stands at 0. In the post-route analysis, the smallest setup slack over all paths is roughly 44 ps. The detailed router placed roughly 1600 vias in this run.
[cell usage after synthesis, drive strengths merged]
| library cell | instances |
|---|---|
| dfrtn | 33 |
| nand2b | 9 |
| nor2b | 6 |
| a211oi | 2 |
| a311oi | 1 |
| mux2i | 1 |
| o211ai | 1 |
| o22a | 1 |
| nand3 | 4 |
| a22o | 1 |
| nor3b | 1 |
| o21a | 2 |
| inv | 6 |
| a21boi | 1 |
| a221o | 1 |
| clkbuf | 9 |
| o311ai | 1 |
| buf | 4 |
| o221ai | 1 |
| or2 | 2 |
| o21ba | 1 |
| o41ai | 1 |
| and3 | 2 |
| o22ai | 3 |
| nand2 | 8 |
| o32ai | 2 |
| xnor2 | 3 |
| a21oi | 11 |
| or3 | 2 |
| a21o | 1 |
| o21ai | 14 |
| a32oi | 1 |
| o31ai | 2 |
| nor2 | 28 |
| a31oi | 2 |
| dfstp | 1 |
| nor3 | 7 |
| nor4 | 1 |
| nand4b | 1 |
| conb | 1 |
| or3b | 1 |
[worst max-delay path, stage by stage]
cell             delay, ps
clkdlybuf4s15_1        270
nor2b_2                230
and3_1                 200
o211ai_1               240
o21ai_1                120
[stage by stage]
| step | util | setup TNS (ps) | cells |
|---|---|---|---|
| 2_1_floorplan | - | 0 | 180 |
| 3_3_place_gp | 0.600 | -12250 | 299 |
| 3_5_place_dp | 0.600 | -12920 | 299 |
| 4_1_cts | 0.626 | 0 | 311 |
| 5_1_grt | 0.633 | -32.5 | 312 |
| 6_report | 0.633 | 0 | 312 |
[area by class of cell]
type / instances / area share
Clock buffer: 7 / 0.0341
Clock inverter: 2 / 0.00346
Inverter: 5 / 0.00741
Multi-Input combinational cell: 127 / 0.310
Sequential cell: 34 / 0.336
Tap cell: 50 / 0.0247
Timing Repair Buffer: 87 / 0.284
[kinds of logic (layout without fill, tap and decap cells)]
| family | after synthesis | in the layout |
|---|---|---|
| XOR/XNOR | 3 | 3 |
| flip-flops | 34 | 34 |
| multiplexers | 1 | 1 |
| other | 1 | 1 |
| buffers and inverters | 19 | 101 |
| AND-OR/OR-AND | 50 | 50 |
| AND/OR/NAND/NOR | 72 | 72 |
[layer usage]
layer / share of wire / global-route usage / wire length (µm)
met5: 0 / 0 / 0
met4: 0.013 / 0.0319 / 55
met3: 0.052 / 0.0503 / 212
met2: 0.42 / 0.296 / 1700
met1: 0.52 / 0.335 / 2130
[how the worst max path moves through the flow]
| stage | from | end | slack (ps) | depth (start not counted) |
|---|---|---|---|---|
| after CTS | SWB | DRW | 0.2 | 7 |
| after global routing | SWC | S[0] | -20 | 6 |
| final | IRH[1] | M | 40 | 5 |
[power groups by stage]
| stage | clock network, mW | registers (mW) | logic, mW |
|---|---|---|---|
| after CTS | 0.319 | 0.446 | 0.176 |
| after global routing | 0.333 | 0.448 | 0.202 |
| final | 0.312 | 0.447 | 0.181 |
[what timing repair did]
item | 4_1_cts | 5_1_grt
hold endpoints to repair | 0 | 0
hold buffers | 0 | 0
cloned | 0 | 0
setup endpoints to repair | 51 | 17
pin swaps | 6 | 5
gates resized | 48 | 14
setup buffers | 4 | 1
Power is estimated from default activity; no workload was simulated.
