===== flow/run.sh =====
#!/bin/bash
# OpenROAD 26Q1-2900-gdf79404cd8, Yosys 0.63+post, stock flow scripts
make -C /OpenROAD-flow-scripts/flow DESIGN_CONFIG=/design/flow/config.mk WORK_HOME=/design/flow/orfs finish

===== flow/design.v =====
module order (
    input  wire         SWC,
    input  wire         SWB,
    input  wire         SWA,
    input  wire         oriW3,
    input  wire         oriW2,
    input  wire         oriW1,
    input  wire         CLR,      
    input  wire         T3,       
    input  wire [3:0]   IRH,
    input  wire         C,
    input  wire         Z,
    output reg          DRW,
    output reg          PCINC,
    output reg          LPC,
    output reg          LAR,
    output reg          PCADD,
    output reg          ARINC,
    output reg          SELCTL,
    output reg          MEMW,
    output reg          LIR,
    output reg          LDZ,
    output reg          LDC,
    output reg          CIN,
    output reg  [3:0]   S,
    output reg          M,
    output reg          ABUS,
    output reg          SBUS,
    output reg          MBUS,
    output reg          SHORT,
    output reg          LONG,
    output reg          SEL0,
    output reg          SEL1,
    output reg          SEL2,
    output reg          SEL3,
    output reg          STOP
);
reg ST0;
reg [1:0] cnt;
wire ST0_next;
wire DRW_next, PCINC_next, LPC_next, LAR_next, PCADD_next, ARINC_next;
wire SELCTL_next, MEMW_next, LIR_next, LDZ_next, LDC_next, CIN_next;
wire [3:0] S_next;
wire M_next, ABUS_next, SBUS_next, MBUS_next, SHORT_next, LONG_next;
wire SEL0_next, SEL1_next, SEL2_next, SEL3_next, STOP_next;
wire SST0;
wire [2:0] SWCBA = {SWC, SWB, SWA};
wire write_reg_mode = (SWCBA == 3'b100);
wire read_reg_mode  = (SWCBA == 3'b011);
wire read_mem_mode  = (SWCBA == 3'b010);
wire write_mem_mode = (SWCBA == 3'b001);
wire fetch_exec_mode = (SWCBA == 3'b000);
wire W1, W2, W3;
assign W1 = ((write_reg_mode || read_reg_mode) && ((!oriW1 && !oriW2) || oriW2)) ||
            ((read_mem_mode || write_mem_mode) && ((!oriW1 && !oriW2) || oriW1)) ||
            (fetch_exec_mode  && (cnt == 2'b10) &&
            (((IRH == 4'b0101 || IRH == 4'b0110) && ((!oriW1 && !oriW2 && !oriW3) || oriW3)) ||
            ((IRH != 4'b0101 && IRH != 4'b0110) && ((!oriW1 && !oriW2 && !oriW3) || oriW2)))) ||
            (fetch_exec_mode  && (cnt == 2'b00 || cnt == 2'b01) );
assign W2 = (write_reg_mode || read_reg_mode || (fetch_exec_mode && (cnt == 2'b10)) ) && oriW1;
assign W3 = fetch_exec_mode && (cnt == 2'b10) && oriW2 && (IRH == 4'b0101 || IRH == 4'b0110);
assign SST0 = (write_reg_mode && !ST0 && W2) ||
              (read_mem_mode && !ST0 && W1) ||
              (write_mem_mode && !ST0 && W1) ||
              (fetch_exec_mode && !ST0 && W1);
assign ST0_next = SST0 ? 1'b1 :
                  (write_reg_mode && W2 && ST0) ? 1'b0 :
                  ST0;
assign DRW_next = (write_reg_mode) ||
                  (fetch_exec_mode && ST0 &&
                   ((IRH == 4'b0001 && W2) ||   
                    (IRH == 4'b0010 && W2) ||   
                    (IRH == 4'b0011 && W2) ||   
                    (IRH == 4'b0100 && W2) ||   
                    (IRH == 4'b0101 && W3)  ||   
                    (IRH == 4'b1101 && W2)  ||   
                    (IRH == 4'b1011 && W2) ||   
                    (IRH == 4'b1100 && W2)));   
assign PCINC_next = (fetch_exec_mode && ST0 && W1);
assign LPC_next = (fetch_exec_mode && !ST0 && W1) ||
                  (fetch_exec_mode && ST0 && IRH == 4'b1001 && W2);   
assign LAR_next = (read_mem_mode && !ST0 && W1) ||
                  (write_mem_mode && !ST0 && W1) ||
                  (fetch_exec_mode && ST0 &&
                   ((IRH == 4'b0101 && W2) ||   
                    (IRH == 4'b0110 && W2)));   
assign PCADD_next = (fetch_exec_mode && ST0 &&
                     ((IRH == 4'b0111 && C && W2) ||   
                      (IRH == 4'b1000 && Z && W2)));   
assign ARINC_next = (read_mem_mode && ST0 && W1) ||
                    (write_mem_mode && ST0 && W1);
assign SELCTL_next = write_reg_mode || read_reg_mode ||
                     read_mem_mode || write_mem_mode;
assign MEMW_next = (write_mem_mode && ST0 && W1) ||
                   (fetch_exec_mode && ST0 && IRH == 4'b0110 && W3);   
assign LIR_next = (fetch_exec_mode && ST0 && W1);
assign LDZ_next = (fetch_exec_mode && ST0 &&
                   ((IRH == 4'b0001 && W2) ||   
                    (IRH == 4'b0010 && W2) ||   
                    (IRH == 4'b0011 && W2) ||   
                    (IRH == 4'b0100 && W2) ||   
                    (IRH == 4'b1111 && W2) ||   
                    (IRH == 4'b1101 && W2)));   
assign LDC_next = (fetch_exec_mode && ST0 &&
                   ((IRH == 4'b0001 && W2) ||   
                    (IRH == 4'b0010 && W2) ||   
                    (IRH == 4'b1011 && W2) ||   
                    (IRH == 4'b1111 && W2) ||   
                    (IRH == 4'b0100 && W2)));   
assign CIN_next = (fetch_exec_mode && ST0 && IRH == 4'b0001 && W2);   
assign S_next = (fetch_exec_mode && ST0) ?
                (W1 ? 4'b0000 :
                 (IRH == 4'b0001) ? 4'b1001 :   
                 (IRH == 4'b0010) ? 4'b0110 :   
                 (IRH == 4'b0011) ? 4'b1011 :   
                 (IRH == 4'b0100) ? 4'b0000 :   
                 (IRH == 4'b0101)  ? 4'b1010 :   
                 (IRH == 4'b0110)  ? (W2 ? 4'b1111 : 4'b1010) :   
                 (IRH == 4'b1001) ? 4'b1111 :   
                 (IRH == 4'b1101)  ? 4'b1110 :   
                 (IRH == 4'b1010)? 4'b1111 :   
                 (IRH == 4'b1100) ? 4'b1010 :   
                 (IRH == 4'b1111) ? 4'b0110 :   
                 (IRH == 4'b1011) ? 4'b0000 :   
                 4'b0000) : 4'b0000;
assign M_next = (fetch_exec_mode && ST0 &&
                 ((IRH == 4'b0011 && W2) ||   
                  (IRH == 4'b0101 && W2)  ||   
                  (IRH == 4'b0110 && (W2 || W3)) ||   
                  (IRH == 4'b1001 && W2) ||   
                  (IRH == 4'b1101 && W2)  ||   
                  (IRH == 4'b1010 && W2)||   
                  (IRH == 4'b1011 && W2) ||   
                  (IRH == 4'b1100 && W2)));   
assign ABUS_next = (fetch_exec_mode && ST0 &&
                    ((IRH == 4'b0001 && W2) ||   
                     (IRH == 4'b0010 && W2) ||   
                     (IRH == 4'b0011 && W2) ||   
                     (IRH == 4'b0100 && W2) ||   
                     (IRH == 4'b0101 && W2)  ||   
                     (IRH == 4'b0110 && (W2 || W3)) ||   
                     (IRH == 4'b1001 && W2) ||   
                     (IRH == 4'b1101 && W2)  ||   
                     (IRH == 4'b1010 && W2)||   
                     (IRH == 4'b1011 && W2) ||   
                     (IRH == 4'b1111 && W2) ||   
                     (IRH == 4'b1100 && W2)));   
assign SBUS_next = (write_reg_mode) ||
                   (read_mem_mode && !ST0 && W1) ||
                   (write_mem_mode && W1) ||
                   (fetch_exec_mode && !ST0 && W1);
assign MBUS_next = (read_mem_mode && ST0 && W1) ||
                   (fetch_exec_mode && ST0 && IRH == 4'b0101 && W3);   
assign SHORT_next = (read_mem_mode) || (write_mem_mode) ||
                    (fetch_exec_mode && !ST0 && W1);
assign LONG_next = (fetch_exec_mode && ST0 &&
                    ((IRH == 4'b0101 && W2) ||   
                     (IRH == 4'b0110 && W2)));   
assign SEL0_next = (write_reg_mode && W1) ||
                   (read_reg_mode);
assign SEL1_next = (write_reg_mode && ((!ST0 && W1) || (ST0 && W2))) ||
                   (read_reg_mode && W2);
assign SEL2_next = (write_reg_mode && W2);
assign SEL3_next = (write_reg_mode && ST0) ||
                   (read_reg_mode && W2);
assign STOP_next = write_reg_mode || read_reg_mode ||
                   read_mem_mode || write_mem_mode ||
                   (fetch_exec_mode && !ST0) ||
                   (fetch_exec_mode && ST0 && IRH == 4'b1110);   
always @(negedge T3 or negedge CLR) begin
    if (!CLR) begin
        ST0    <= 1'b0;
        DRW    <= 1'b0;
        PCINC  <= 1'b0;
        LPC    <= 1'b0;
        LAR    <= 1'b0;
        PCADD  <= 1'b0;
        ARINC  <= 1'b0;
        SELCTL <= 1'b0;
        MEMW   <= 1'b0;
        LIR    <= 1'b0;
        LDZ    <= 1'b0;
        LDC    <= 1'b0;
        CIN    <= 1'b0;
        S      <= 4'b0;
        M      <= 1'b0;
        ABUS   <= 1'b0;
        SBUS   <= 1'b0;
        MBUS   <= 1'b0;
        SHORT  <= 1'b0;
        LONG   <= 1'b0;
        SEL0   <= 1'b0;
        SEL1   <= 1'b0;
        SEL2   <= 1'b0;
        SEL3   <= 1'b0;
        STOP   <= 1'b0;
        cnt    <= 2'b00;
    end else begin
        if (cnt == 2'b00 || cnt == 2'b01) begin
            cnt <= cnt + 2'b01;
        end else begin
        end
        ST0    <= ST0_next;
        DRW    <= DRW_next;
        PCINC  <= PCINC_next;
        LPC    <= LPC_next;
        LAR    <= LAR_next;
        PCADD  <= PCADD_next;
        ARINC  <= ARINC_next;
        SELCTL <= SELCTL_next;
        MEMW   <= MEMW_next;
        LIR    <= LIR_next;
        LDZ    <= LDZ_next;
        LDC    <= LDC_next;
        CIN    <= CIN_next;
        S      <= S_next;
        M      <= M_next;
        ABUS   <= ABUS_next;
        SBUS   <= SBUS_next;
        MBUS   <= MBUS_next;
        SHORT  <= SHORT_next;
        LONG   <= LONG_next;
        SEL0   <= SEL0_next;
        SEL1   <= SEL1_next;
        SEL2   <= SEL2_next;
        SEL3   <= SEL3_next;
        STOP   <= STOP_next;
    end
end
endmodule

===== flow/constraint.sdc =====
current_design order

set clk_period 2.2
set clk_io_pct 0.2

create_clock -name clk0 -period $clk_period [get_ports {T3}]

set non_clock_inputs [all_inputs -no_clocks]
set_input_delay [expr $clk_period * $clk_io_pct] -clock clk0 $non_clock_inputs
set_output_delay [expr $clk_period * $clk_io_pct] -clock clk0 [all_outputs]

===== flow/config.mk =====
export PLATFORM = sky130hd
export DESIGN_NAME = order
export DESIGN_NICKNAME = order
export VERILOG_FILES = /design/flow/design.v
export SDC_FILE = /design/flow/constraint.sdc
export NUM_CORES = 4
export LEC_CHECK = 1
export CORE_UTILIZATION = 30

==> ci_impl_report.md <==
### Metrics collected by this job

| Metric | Value |
|---|---|
| Top delay family on crit path | simple AND/OR/NAND/NOR gates |
| Post-DP HPWL | 2.86 mm |
| Worst Path Buf+Inv | 3 |
| Total Power | 1.38 mW |
| Cell type with the largest total area | dfrtn_1 |
| Mapped Avg Cell Area | 9.10 um^2 |
| Peak VDD IR | 0.000188 V |
| Top cells by area, synth | dfrtn_1, a21oi_1, nor2_1 |
| Final hold slack | 0.462 ns |
| GPL Wtd Cong | 0.905 |
| Max-slew violation count | 0 |
| Final Hold Fails | 0 |
| Via count | 1624 |
| Combinational fraction of design power | 23.8% |
| Final Setup Violations | 51 |
| Worst slew pin tran | 0.479 ns |
| DRT iter0 DRCs | 63 |
| RSZ-0062 raised after global routing | yes |
| Final Worst Setup Slack | -0.358 ns |
| Per-cell routed wire length | 12.9 um |
| Ys flops | 29 |
| Crit path required time | 1.23 ns |
| Worst path depth | 8 |
| WS Path Type | primary input to flop |
| Regs by FF count | S: 4 flops, cnt: 2 flops |
| Top_reg_cell synth | dfrtn_1 |
| Post-synthesis async set-or-reset flop share | 100% |
| Leakage power | 1.23 nW |
| Vias in the first global route | 1476 |
| Reg with most FFs | S |
| CP Cell Sequence | buf_6, or2_4, nor3b_4, buf_6, o21ai_4, buf_4, nand3_4, nor2_1 |
| Failing checks | setup timing |
| H-tree Lvls | 2 |
| Comb area | 1030 um^2 |
| Chip width | 75.5 um |
| Synth warn | 1 |
| Reg area | 726 um^2 |
| Area growth syn-to-layout | 62.5% |
| Hold path depth | 1 |
| Clock buffer depth | 2 |
| CP Launch Type | primary input |
| DRC | 0 |
| EDFF count, synth | 0 |
| Fillers | 479 |
| Root Driver | clkbuf_8 |
| DP Area | 2370 um^2 |
| Top Ports | 41 |
| Floorplan Utilization | 31.5% |
| Sw frac | 26.8% |
| Top area contributor share | 44.8% |
| Slew headroom | 68.0% |
| FF-to-FF path depth | 7 |
| Post-Synthesis Cells | 178 |
| Status | complete, but fails checks |
| Post-route cell area | 2630 um^2 |
| Post-synth seq share | 44.8% |
| Core Box Area | 5140 um^2 |
| Dpl cells | 313 |
| DR pass1 iterations | 4 |
| Yosys cell count | 178 |
| Critical Path Sink Type | flop |
| Cts bufs inserted | 5 |
| Antenna violations before repair | 0 |
| Most numerous logic cells after layout | buf_4, dfrtn_1, buf_2 |
| Top cell excl fill/tap | buf_4 |
| GRT Resource Usage Total | 16.6% |
| Critical Path AT | 1.59 ns |
| Fin cells | 334 |
| GRT Residual Overflow | 0 |
| Type of the worst min-delay path | flop to flop |
| DR vias/cell | 4.86 |
| Count of input and output buffers | 40 |
| OpenROAD warning count | 30 |
| Flop pwr share | 42.2% |
| Die Span Y | 75.5 um |
| Post-Place Worst Slack | -1.07 ns |
| Internal power | 1.01 mW |
| Clk pwr share | 34.0% |
| Ant diodes | 0 |
| CTS tree | built |
| Max_cap viols | 0 |
| Final clock skew | 0.00553 ns |
| Share of layout cells above drive strength 1 | 50.4% |
| Most frequent cell on the critical path | buf_6 |
| Pwr/cell area | 525 nW/um^2 |
| Psw | 370 uW |
| Pin count of the biggest net entering global routing | 30 |
| Max FO, Critical Path | 4 |
| Yosys chip area | 1620 um^2 |
| Latency at later pin | 0.28 ns |
| Crit path largest cell delay | 0.27 ns |
| Placement row count | 26 |
| Max reg flops | 4 |
| Hold_buf cts | 0 |
| Post-DRT Antenna Nets | 0 |
| Synthesized area | 1620 um^2 |
| Global-route wire length before repair | 7.07 mm |
| Clock Sinks | 29 |
| Clock Pin Slew Worst Setup and Hold Paths | 0.05 ns |
| Total Wirelength | 4.29 mm |
| Cell variety after synth | 50 |
| Crit-path slowest cell | nor3b_4 |
| Die area | 5700 um^2 |
[path summary, 6_finish.rpt]
path	startpoint	end	slack, ns
min in group asynchronous	CLR	cnt[0]	1.50
hold / removal	cnt[0]	cnt[0]	0.46
hold reg to reg	cnt[0]	cnt[0]	0.46
max in group asynchronous	CLR	CIN	0.50
setup / recovery	SWA	S[1]	-0.36
setup reg to reg	cnt[1]	SBUS	0.30
[final cells by class]
cell class / count / area share, %
multi-input combinational: 132 / 39.1
clock buffer: 7 / 3.66
inverter: 4 / 0.570
sequential: 29 / 27.6
clock inverter: 1 / 0.190
timing repair buffer: 91 / 25.6
tap: 70 / 3.33
[cell usage after synthesis (2+ instances only)]
cell / n
nand4_1: 3
nor2b_1: 4
and2_1: 4
nor3_1: 5
nand3b_1: 2
a21oi_1: 20
xnor2_1: 3
nand3_1: 6
o21ai_0: 6
nor2_1: 16
or2_1: 2
o21a_1: 3
clkbuf_1: 9
or2_2: 2
dfrtn_1: 29
nand2b_1: 7
nand2_1: 9
inv_1: 4
o21ai_1: 5
a31oi_1: 2
a21o_1: 2
ha_1: 3
nor3b_1: 2
a211oi_1: 3
buf_2: 2
[per-layer routing]
| layer | wire length (um) | up-vias | GRT usage (%) | part of all wire (%) |
|---|---|---|---|---|
| met5 | 0 | - | 0 | 0 |
| met4 | 34 | 0 | 2.06 | 0.79 |
| met3 | 140 | 2 | 2.82 | 3.3 |
| met2 | 1940 | 30 | 24.0 | 45 |
| met1 | 2180 | 784 | 27.5 | 51 |
| li1 | - | 808 | - | - |
[stage by stage]
| stage | util, % | TNS, ns |
|---|---|---|
| 4_1_cts | 49.8 | -9.45 |
| 3_3_place_gp | 46.2 | -28.68 |
| 3_5_place_dp | 46.2 | -28.82 |
| 6_report | 51.2 | -8.93 |
| 5_1_grt | 51.2 | -10.76 |
| 2_1_floorplan | - | -9.10 |
[worst register-to-register path: stages (launching register included)]
cell and delay (ns):
dfrtn_1 0.42, inv_1 0.06, ha_1 0.19, or4_4 0.55, a21oi_4 0.14, a21o_4 0.14, and2_4 0.17, o32ai_2 0.07
[logic make-up after synthesis]
logic type	share of synthesized area, %
multiplexers	1.31
AND/OR/NAND/NOR	24.0
buffers and inverters	4.79
flip-flops	44.8
adder cells (fa/ha/maj)	2.32
AND-OR/OR-AND	20.6
XOR/XNOR	2.16
[repair_timing]
item,in CTS,in global routing
buffers inserted,11,1
pin swaps,15,7
resized,140,17
cloned,1,0
setup endpoints to repair,54,51
[power by group through the flow]
stage	combinational [mW]	clock, mW	sequential, mW
4_1_cts	0.311	0.485	0.582
5_1_grt	0.358	0.518	0.586
6_report	0.329	0.470	0.583
Power figures rest on the tool's default switching activity, not on a simulated workload.
